`./run.sh`:
```
#!/bin/bash
# OpenROAD 26Q1-2900-gdf79404cd8, Yosys 0.63+post, stock flow scripts
make -C /OpenROAD-flow-scripts/flow DESIGN_CONFIG=/design/flow/config.mk WORK_HOME=/design/flow/orfs finish
```
`./config.mk`:
```
export PLATFORM = sky130hd
export DESIGN_NAME = div_int64
export DESIGN_NICKNAME = div_int64
export VERILOG_FILES = /design/flow/design.v
export SDC_FILE = /design/flow/constraint.sdc
export NUM_CORES = 4
export LEC_CHECK = 1
export CORE_UTILIZATION = 30
```
`./design.v`:
```
module div_int64(
    input		    clock    	,
	input		    reset    	,					 
    input		    en 			,
	input		    flush 		,
    input    		opcode   	,
    input   [63:0]  dividend 	,
    input   [63:0]  divisor  	,		    
    output  		valid_out	,
    output  [63:0]  quotient 	,
    output  [63:0]  remainder
);
wire 			state;
reg 			state_next;
wire	[6	:0]	cycle;
reg		[6	:0] cycle_next;
localparam IDEL = 1'b0;
localparam RUN = 1'b1;
always@(*) begin
	case(state)
		IDEL: begin
			state_next = en && ~flush ? RUN : IDEL;
			cycle_next = en && ~flush ? cycle + 'b1 : 'b0;
		end
		RUN: begin
			state_next = cycle == 'd65 | flush ? IDEL : RUN;
			cycle_next = cycle == 'd65 | flush ? 'b0 : cycle + 'b1;
		end
	endcase
end
dff_ar #(1) state_dff(.clock(clock), .reset(reset), .d(state_next), .q(state));
dff_ar #(7) cycle_dff(.clock(clock), .reset(reset), .d(cycle_next), .q(cycle));
wire [128:0] dividend_true;
wire [64:0] divisor_true;
wire [64:0] divisor_negative;
assign dividend_true = opcode ? {{65{dividend[63:63]}}, dividend} : {65'b0, dividend};
assign divisor_true = opcode ? {divisor[63:63], divisor} : {1'b0, divisor};
assign divisor_negative = ~divisor_true + 'b1;
wire [128:0] result;
wire [128:0] result_shifted;
wire [128:0] result_next;
wire [64:0] r_adder_src0;
wire [64:0] r_adder_src1;
wire [64:0] r_adder_result;
wire q;
assign result_shifted = {result[127:0], 1'b0};
assign r_adder_src0 = result_shifted[128:64];
assign r_adder_src1 = result[128:128] == divisor_true[64:64] ? divisor_negative : divisor_true;
assign r_adder_result = r_adder_src0 + r_adder_src1;
assign q = result[128:128] == divisor_true[64:64] ? 'b1 : 'b0;
assign result_next = state == IDLE ? dividend_true : {r_adder_result, result_shifted[63:1], q};
dff #(129) result_dff(.clock(clock), .d(result_next), .q(result));
wire correction_en;
wire [63:0] quotient_correction;
wire [64:0] remainder_correction;
assign correction_en = cycle == 'd64;
dff_en #(64) quotient_correction_dff_en(.clock(clock), .en(correction_en), .d(result_next[63:0]), .q(quotient_correction));
dff_en #(65) remainder_correction_dff_en(.clock(clock), .en(correction_en), .d(result_next[128:64]), .q(remainder_correction));
wire valid_out_next;
wire need_correct;
wire add_correct;
wire [63:0] quotient_complement;
wire [63:0] quotient_addend;
wire [63:0] quotient_corrected;
wire [63:0] remainder_addend;
wire [63:0] remainder_corrected;
assign valid_out_next = cycle == 'd65;
assign need_correct = remainder_correction[64:64] != dividend_true[128:128];
assign add_correct = remainder_correction[64:64] != divisor_true[64:64];
assign quotient_addend = add_correct ? 64'hffff_ffff_ffff_ffff : 64'b1;
assign quotient_complement = {quotient_correction[62:0], 1'b1};
assign quotient_corrected = need_correct ? quotient_complement + quotient_addend : quotient_complement;
assign remainder_addend = add_correct ? divisor_true[63:0] : divisor_negative[63:0];
assign remainder_corrected = need_correct ? remainder_correction[63:0] + remainder_addend : remainder_correction[63:0];
dff_ar #(1) valid_out_dff_ar(.clock(clock), .reset(reset), .d(valid_out_next), .q(valid_out));
dff #(64) quotient_dff(.clock(clock), .d(quotient_corrected), .q(quotient));
dff #(64) remainder_dff(.clock(clock), .d(remainder_corrected), .q(remainder));
endmodule
module dff
#(
	parameter DATA_WIDTH = 32
)
(
    input   						clock,
	input   	[DATA_WIDTH - 1:0] 	d	 ,
	output reg  [DATA_WIDTH - 1:0] 	q
);
always@(posedge clock) begin                      
	q <= d;
end
endmodule
module dff_ar
#(
	parameter DATA_WIDTH = 32, 
	parameter RESET_VALUE = 'b0
)
(
    input   						clock,
    input   						reset,
	input   	[DATA_WIDTH - 1:0] 	d	 ,
	output reg 	[DATA_WIDTH - 1:0] 	q
);
always@(posedge clock or posedge reset) begin
	if(reset) begin
		q <= RESET_VALUE;
	end
	else begin                                   
		q <= d;
	end
end
endmodule
module dff_en
#(
	parameter DATA_WIDTH = 32
)
(
    input   						clock,
    input   						en	 ,	
	input   	[DATA_WIDTH - 1:0] 	d	 ,
	output reg 	[DATA_WIDTH - 1:0] 	q
);
always@(posedge clock) begin
	if(en) begin
		q <= d;
	end
	else begin                                   
		q <= q;
	end
end
endmodule
```
`./constraint.sdc`:
```
current_design div_int64

set clk_period 21.2
set clk_io_pct 0.2

create_clock -name clk0 -period $clk_period [get_ports {clock}]

set non_clock_inputs [all_inputs -no_clocks]
set_input_delay [expr $clk_period * $clk_io_pct] -clock clk0 $non_clock_inputs
set_output_delay [expr $clk_period * $clk_io_pct] -clock clk0 [all_outputs]
```
==> results.cfg <==
; physical design summary
[pwr]
ir_drop_mv = 0.09629
p_per_area_mw_per_mm2 = 131.8
p_leak_nw = 11.56

[worst_setup_path]
critPathTopFamily = simple AND/OR/NAND/NOR gates
cp_max_fo = 9
crit_required_ns = 21.60
worst-path-buf-inv = 2
endpoint_kind = flip-flop
cp-start-kind = input pin
cpMaxStageDelayCell = or4b_4
ff2ff_setup_slack_ns = 15.47
worstPathCellList = clkdlybuf4s50_1, inv_1, ha_1, and4_1, nand2_1, or3_4, or4b_4, nor4_4, nor2_1, xor2_1, ha_1, nand4_1, nor4_1, nand2_1, a31oi_1, a211oi_2, a21oi_2, a21oi_1, o31ai_1, a311o_1, a31oi_1, xnor2_1
crit_type = input pin to flip-flop
max_stage_delay_ns = 0.58
worstPathArrival_ns = 10.69

[clock_network]
cts_resized = 0
cts_buffer_depth = 3
postCtsSetupBuffers = 0
cts_sinks = 394
worstSkewPairLatency_ns = 0.60
root_buffer = clkbuf_16
ctsHoldBuffers = 0
cts_buffers = 48
cts_max_level = 2
cts_tree = done
clk_pin_slew_ns = 0.06

[synth]
yosys_cells = 2710
syn_area_sq_mm = 0.02394
edf_count = 128
yosys.area_share.simple_pct = 16.13
aoi_share_pct = 20.03
synthTopLogicFamily = AND-OR/OR-AND gates
synth_cell_type_count = 79
syn_avg_cell_area_sq_um = 8.836
syn-instance-count = 2710
synth_area_leader_cell = dfxtp_1
netlist.area_leader.share_pct = 21.49
async_flop_share_pct = 2.284
ys_seq_share_pct = 38.48
synth-seq-cells = 394
yosys_area_sq_mm = 0.02394
yosysWarnings = 9
ys_sh_mux_pct = 0.1724
flop_cell = dfxtp_1
ys_sh_xor_pct = 11.22
ys_sh_adder_pct = 10.96
top_cells_by_area = dfxtp_1, edfxtp_1, ha_1, a21oi_1, xnor2_1

[finish]
final_area_sq_mm = 0.02850
fill_cells = 7898
drive_gt1_share_pct = 4.337
areaGrowthSynthToFinish_pct = 19.02
lay_top_count = a21oi_1
layout_top_cells = a21oi_1, nor2_1, dfxtp_1, nand2_1, ha_1

[timing]
drv_slew = 0
period_used_pct = 48.54
period_minus_slack_ns = 10.29
setup_viol = 0
clock.fmax_mhz = 97.18
relSlewSlack_pct = 31.40
rsz0062_at_grt = no
skew_ns = 0.01685
fin_setup_tns_ns = 0
tightest_slew_ns = 1.020
final_hold_viol_count = 0

[route]
wl_um = 67600
dr.first_iter.drc_count = 1150
route.detailed.drc = 0
dr.pass1.iters = 5
via_per_inst = 5.029
diodes = 0
routedWlPerCell_um = 17.19
final_antenna_net_count = 0
vias = 19774

[run]
maxCapViolCount = 0
warnings = 102

[placed_design]
dpl.hpwl_um = 51170
numPortBuffers = 198
place.gp.congestion = 0.9136
place_area_sq_mm = 0.02689

[global_routing]
grt_overflow_total = 0
grt_pass1_wl_um = 106100
track_usage_pct = 17.00
antenna_found_initial = 2
grt_max_degree = 65
grt_pass1_vias = 18863

[die]
chipArea_sq_mm = 0.08095
fp-utilization_pct = 30.31
die_height_um = 284.5
ios = 262
die-width_um = 284.5
core_sq_mm = 0.07900
rows = 103

[run_status]
outcome = completed

[hold_path]
hold_class = flip-flop to flip-flop
## power breakdown
group	internal, mW	total [mW]	switching (mW)
Combinational	0.722	1.82	1.10
Sequential	1.06	1.11	0.0490
Clock	0.486	0.830	0.343
Total	2.26	3.76	1.49
## path summary, 6_finish.rpt
path / startpoint / to / cells past startpoint
setup / recovery: divisor[1] / remainder_correction_dff_en.q[63] / 22
hold / removal: result_dff.q[7] / result_dff.q[8] / 0
setup reg to reg: remainder_correction_dff_en.q[64] / quotient_dff.q[60] / 17
hold reg to reg: result_dff.q[7] / result_dff.q[8] / 0
max in group asynchronous: reset / cycle_dff.q[5] / 2
min in group asynchronous: reset / valid_out_dff_ar.q / 2
## through the flow
step	utilization, %	hold slack (ns)	std cells	setup slack, ns	power (mW)
after floorplan	-	0.3096	2710	11.70	2.438
after global placement	34.04	0.3140	3842	10.30	2.932
after detailed placement	34.04	0.3121	3842	10.34	2.920
after CTS	36.07	0.3393	3932	10.93	3.793
after global routing	36.07	0.3408	3932	10.55	4.044
final	36.07	0.3345	3932	10.91	3.756
## cells by family (layout without fill, tap and decap cells)
group                      count (synthesis)  in the layout
adders and majority gates                208            208
AOI/OAI and AO/OA                        782            782
DFF                                      394            394
muxes                                      4              4
xor gates and xnor gates                 306            306
and+or+nand+nor                          826            826
buffers and inverters                    190            362
## synth_stat cells, types with 14 or more instances
master,count
a21o_1,112
nor3_1,45
nand4_1,69
xnor2_1,161
a21oi_1,302
edfxtp_1,128
or3_1,18
o21ai_0,136
dfxtp_1,257
a211oi_1,20
nor2b_1,21
clkbuf_1,120
nor2_1,282
o21bai_1,40
o211ai_1,17
inv_1,60
nand2_1,236
ha_1,205
and2_1,14
nand2b_1,22
a31oi_1,24
o21ai_1,26
o21a_1,21
xor2_1,144
and3_1,24
nand3_1,49
## flip-flops by register name, indices dropped and copies added, names as in the netlist
signal and flops:
quotient_correction_dff_en.q 63, remainder_correction_dff_en.q 65, valid_out_dff_ar.q 1, cycle_dff.q 7, remainder_dff.q 64, quotient_dff.q 64
state_dff.q 1, result_dff.q 129
## area by class of cell
class,instances,area (sq um),area share (%)
multi-input combinational,2126,14050,49.31
sequential,394,9214,32.33
timing repair buffer,212,2087,7.323
clock buffer,70,1396,4.900
tap,1050,1314,4.610
inverter,60,227.7,0.7990
clock inverter,20,207.7,0.7288
## per-layer routing
metal	global-route usage, %	part of all wire (%)	vias up
met5	0	0.037	-
met3	3.333	6.1	97
met2	26.84	46	492
li1	-	-	9995
met1	24.66	46	9186
met4	3.427	2.3	4
Power is estimated from default activity; no workload was simulated.
