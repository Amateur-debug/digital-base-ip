## flow/run.sh

```bash
#!/bin/bash
# OpenROAD 26Q1-2900-gdf79404cd8, Yosys 0.63+post, stock flow scripts
make -C /OpenROAD-flow-scripts/flow DESIGN_CONFIG=/design/flow/config.mk WORK_HOME=/design/flow/orfs finish
```

## flow/constraint.sdc

```tcl
current_design icache_tag_array

set clk_period 9.3
set clk_io_pct 0.2

create_clock -name clk0 -period $clk_period [get_ports {clock}]

set non_clock_inputs [all_inputs -no_clocks]
set_input_delay [expr $clk_period * $clk_io_pct] -clock clk0 $non_clock_inputs
set_output_delay [expr $clk_period * $clk_io_pct] -clock clk0 [all_outputs]
```

## flow/config.mk

```make
export PLATFORM = sky130hd
export DESIGN_NAME = icache_tag_array
export DESIGN_NICKNAME = icache_tag_array
export VERILOG_FILES = /design/flow/design.v
export SDC_FILE = /design/flow/constraint.sdc
export NUM_CORES = 4
export LEC_CHECK = 1
export CORE_UTILIZATION = 30
export SYNTH_MEMORY_MAX_BITS = 65536
```

## flow/design.v

```verilog
module icache_data_holder
#(
	parameter DATA_WIDTH = 32
)
(
	input						clock	,
	input						reset	,
	input						valid_in,
	input						ready_in,		
	input	[DATA_WIDTH - 1:0]	data_in	,
	output	[DATA_WIDTH - 1:0]	data_out									
);
localparam IDLE = 'b00;
localparam RUN = 'b01;
localparam HOLD = 'b10;
wire	[1				:0]	state;
reg							state_next;
reg		[DATA_WIDTH - 1	:0] data_out_temp;
wire 						save_en;
wire	[DATA_WIDTH - 1	:0]	data_saved;
always@(*) begin
	case(state)
		IDLE: begin
			state_next = valid_in ? RUN : IDLE;
			data_out_temp = 'b0;
		end
		RUN: begin
			state_next = ~ready_in ? HOLD : 
						 valid_in ? RUN : IDLE;
			data_out_temp = data_in;
		end
		HOLD: begin
			state_next = ~ready_in ? HOLD : 
						 valid_in ? RUN : IDLE;
			data_out_temp = data_saved;
		end
		default: begin
			state_next = IDLE;
			data_out_temp = 'b0;
		end
	endcase
end
assign data_out = data_out_temp;
assign save_en = state == RUN;
dff_ar #(2) state_dff_ar(.clock(clock), .reset(reset), .d(state_next), .q(state));
dff_aren #(DATA_WIDTH) data_in_dff_aren(.clock(clock), .reset(reset), .en(save_en), .d(data_in), .q(data_saved));
endmodule
module icache_tag_array(
	input	clock	,
	input	reset	,
	input			lookup2tag_array_valid,  
	input   [5  :0]	lookup2tag_array_index,
	input			lookup2tag_array_ready,  
	output  [351:0]	tag_array2lookup_rdata,
	input			fill2tag_array_valid	,
	input   [5  :0]	fill2tag_array_index	,  
	input   [2  :0]	fill2tag_array_way		, 
	input   [43	:0]	fill2tag_array_wdata	
);
wire 			cen		[7:0];
wire 			wen		[7:0];
wire	[5	:0]	addr	[7:0];
wire	[43	:0]	din		[7:0];
wire	[43	:0]	dout	[7:0];
genvar i;
generate
	for(i = 0; i < 8; i = i + 1) begin: dcache_tag_array
		assign cen[i] = lookup2tag_array_valid || fill2tag_array_valid && fill2tag_array_way == i;			
		assign wen[i] = fill2tag_array_valid && fill2tag_array_way == i;				
		assign addr[i] = lookup2tag_array_valid ? lookup2tag_array_index : fill2tag_array_index;
		assign din[i] = fill2tag_array_wdata;						
		ram_sp #(44, 64) u_ram_sp(.clock(clock), .cen(cen[i]), .wen(wen[i]), .addr(addr[i]), .din(din[i]), .dout(dout[i]));
	end
endgenerate
icache_data_holder #(352) lookup_data_holder(
	.clock		(clock																		), 
	.reset		(reset																		), 
	.valid_in	(lookup2tag_array_valid														), 
	.ready_in	(lookup2tag_array_ready														), 
	.data_in	({dout[7], dout[6], dout[5], dout[4], dout[3], dout[2], dout[1], dout[0]}	), 
	.data_out	(tag_array2lookup_rdata														)
);
endmodule
module dff_ar
#(
	parameter DATA_WIDTH = 32, 
	parameter RESET_VALUE = 'b0
)
(
    input   						clock,
    input   						reset,
	input   	[DATA_WIDTH - 1:0] 	d	 ,
	output reg 	[DATA_WIDTH - 1:0] 	q
);
always@(posedge clock or posedge reset) begin
	if(reset) begin
		q <= RESET_VALUE;
	end
	else begin                                   
		q <= d;
	end
end
endmodule
module dff_aren
#(
	parameter DATA_WIDTH = 32,
	parameter RESET_VALUE = 'b0
)
(
    input   						clock,
    input   						reset,
    input   						en	 ,	
	input   	[DATA_WIDTH - 1:0]  d	 ,
	output reg	[DATA_WIDTH - 1:0]  q
);
always@(posedge clock or posedge reset) begin
	if(reset) begin
		q <= RESET_VALUE;
	end
	else if(en) begin
		q <= d;
	end
	else begin                                   
		q <= q;
	end
end
endmodule
module ram_sp
#(
	parameter   DATA_WIDTH = 32,			 
    parameter   DEPTH = 16, 				 
	localparam  ADDR_WIDTH = $clog2(DEPTH),
	localparam  BWEN_WIDTH = DATA_WIDTH / 8
)
(
    input               			clock	,
    input                			cen		,
    input                	  		wen		,
    input       [ADDR_WIDTH - 1:0]	addr	,
    input       [DATA_WIDTH - 1:0]  din		,
    output reg  [DATA_WIDTH - 1:0]  dout   
);
reg [DATA_WIDTH - 1:0] ram [DEPTH - 1:0];
always@(posedge clock) begin
    if(cen && wen) begin
        ram[addr] <= din;
    end
end
always@(posedge clock) begin
    if(cen && !wen) begin
        dout <= ram[addr];
    end
end
endmodule
```

==> out/writeup.txt <==
After detailed routing, the total wire length is 3080 mm. The run finished, with violations left. Routability-driven placement finished with a final weighted congestion of 0.930. The biggest area contributor in the post-synthesis netlist is sky130_fd_sc_hd__edfxtp_1. The leakage component of the power was reported as 0.284 uW. Count of pins on the block boundary: 416. Buffers inserted to repair hold after CTS numbered 0. Number of global-route vias before repair: 487k. The final number of hold-violating endpoints came out at 0. The share of the synthesized area in the top cell type came out at 0.832.

The headroom to the max-slew limit is -0.126, and the final tally of max-slew violations is 8. Looking at the VDD voltage map, the peak drop is 0.180 mV. The first global-routing pass estimated 4120 mm of wire. The run gives 417 for the number of antenna violations at the first check in global routing.

The logs give 6 for the yosys warning tally and 5.59 ns for the endpoint arrival time on the critical path. Top flip-flop cell by instance count after synthesis: sky130_fd_sc_hd__edfxtp_1. Setup slack on the worst path after placement came out at 1.35 ns. The detailed router placed 476k vias in this run.

With the number of H-tree levels at 8, the power density relative to cell area is 219 nW/um2. Adding up every negative setup slack in the final design gives 0 ns. The endpoint required time on the critical path was 7.44 ns. The tools report the number of antenna-violating nets in the routed design as 10. Per the run summary, max-cap violations total 4. With the worst hold slack at 0.318 ns, the overall die area is 2,760,000 um2. The final report lists the setup-violating endpoint count as 0. The largest buffer count on any clock path is 6. The skew report gives the latency at the later pin of the worst-skew pair as 1.65 ns. Looking at the max-slew report, the worst-margin pin has a slew of 1.67 ns.

The row count came out at 609. The run gives 121 as the largest net degree at the start of global routing. The tree is rooted in a sky130_fd_sc_hd__clkbuf_16. With the final routed wire length divided by cell count at 35.5 um, the count of unresolved DRC violations after routing is 0. The run gives 42.2k for the first-iteration detailed-routing DRC count. Once synthesis finished, the tally of register bits stood at 22.9k.

Buffers placed on the I/O ports in this run total 415. The synthesized instance count came out at 42.7k. The worst path in the final design needs a cycle of 7.45 ns, including I/O delays and setup.

The width of the die came out at 1.66 mm. The ratio of cells with drive above 1 in the final layout is 0.151. The worst setup path is of the register to output pin kind. Endpoint kind of the worst setup timing path: an output pin. The final clock period utilization by the worst path works out to 0.802. The share of flip-flops with an asynchronous set or reset after synthesis was 0.0000437; the post-CTS setup buffer count was 0. The number of fill cells came out at 250k. The main area contributors are sky130_fd_sc_hd__edfxtp_1 83%, sky130_fd_sc_hd__a22oi_1 8.2%, sky130_fd_sc_hd__a41oi_1 1.1%.

The stat command in Yosys gives a chip area of 826,000 um2. The run gives 826,000 um2 as the post-synthesis cell area. The logs give 0.301 for the effective utilization at floorplan and 1860 mm for the half-perimeter wire length after detailed placement.

The post-cts sizing count is 0. The final reports fail on antenna rules, capacitance limit, slew limit. The number of buffers created by CTS was 2,182; the maximum fanout encountered on the critical timing path was 55. The global router's overall resource usage was 0.233.

The tools report the type of element launching the critical path as a register. The CTS log lists the clock sinks for this run as 22.9k. The die is 1.66 mm tall.

For the worst setup skew after layout, the log shows 0.0944 ns. The run gives 2,750,000 um2 as the standard cell core area. TritonCTS built the clock tree. After clock tree synthesis, the clock-pin slew on the worst setup and hold paths is 0.06 ns. Between the synthesized netlist and the finished layout, the area growth was recorded as 17.5%. The logs give 0.832 for the sequential element share of the synthesized area and 51 for the tally of unique sky130hd cells used after synthesis. The via density per instance was 5.48; the detailed-routing iteration count for the pre-antenna-repair pass was 9. The number of cells in the yosys synthesis report was 42.7k; the mean instance size in the synthesized netlist was 19.3 um2. Summed over all layers, the global routing overflow is 0. Derived from the worst setup path, the maximum achievable clock frequency is 0.134 GHz.

For the minimum setup slack in the final design, the log shows 1.85 ns. Setup repair after global routing left no endpoint under its margin. The run gives 126 for the OpenROAD warning count. The synthesized design contains 22.9k enable-type register cells. Note that the worst hold path type here is primary input to asynchronous set/reset pin.
[cell usage in the layout (no fill, tap or decap), types with 45 or more instances in the layout]
| cell | Yosys | final |
|---|---|---|
| sky130_fd_sc_hd__a21oi_1 | 685 | 685 |
| sky130_fd_sc_hd__a222oi_1 | 783 | 783 |
| sky130_fd_sc_hd__a22oi_1 | 9027 | 9027 |
| sky130_fd_sc_hd__a31oi_1 | 1042 | 1042 |
| sky130_fd_sc_hd__a41oi_1 | 1044 | 1043 |
| sky130_fd_sc_hd__and2_1 | 352 | 352 |
| sky130_fd_sc_hd__buf_12 | 0 | 423 |
| sky130_fd_sc_hd__buf_4 | 9 | 2408 |
| sky130_fd_sc_hd__buf_8 | 0 | 45 |
| sky130_fd_sc_hd__bufinv_16 | 0 | 102 |
| sky130_fd_sc_hd__clkbuf_1 | 1695 | 533 |
| sky130_fd_sc_hd__clkbuf_16 | 0 | 2252 |
| sky130_fd_sc_hd__clkdlybuf4s50_1 | 0 | 369 |
| sky130_fd_sc_hd__clkinv_1 | 0 | 472 |
| sky130_fd_sc_hd__clkinv_2 | 0 | 280 |
| sky130_fd_sc_hd__diode_2 | 0 | 3243 |
| sky130_fd_sc_hd__edfxtp_1 | 22880 | 22880 |
| sky130_fd_sc_hd__inv_6 | 0 | 62 |
| sky130_fd_sc_hd__mux2_2 | 782 | 781 |
| sky130_fd_sc_hd__mux2i_1 | 593 | 590 |
| sky130_fd_sc_hd__nand2_1 | 214 | 205 |
| sky130_fd_sc_hd__nand3_1 | 303 | 303 |
| sky130_fd_sc_hd__nand4_1 | 682 | 682 |
| sky130_fd_sc_hd__nor2_4 | 0 | 520 |
| sky130_fd_sc_hd__nor4_1 | 351 | 319 |
| sky130_fd_sc_hd__o22a_1 | 252 | 251 |
| sky130_fd_sc_hd__o22ai_1 | 48 | 45 |
[logic make-up after synthesis]
group / count (synthesis) / synth area share
compound gates: 13020 / 0.119
flops: 22881 / 0.832
buf+inv: 2919 / 0.0147
mux: 1379 / 0.0179
simple gates: 2472 / 0.0161
[sequential cells by signal, summed over array words and instances, names as in the netlist]
name	flops
dcache_tag_array.u_ram_sp.ram	22528
dcache_tag_array.u_ram_sp.dout	352
lookup_data_holder.state_dff_ar.q	1
[final timing paths]
path / startpoint / endpoint / slack, ns / depth (start not counted)
worst max-delay path: lookup_data_holder.state_dff_ar.q[0] / tag_array2lookup_rdata[205] / 1.85 / 4
worst min-delay path: reset / lookup_data_holder.state_dff_ar.q[0] / 0.32 / 2
worst max register to register: dcache_tag_array[2].u_ram_sp.ram[24][20] / dcache_tag_array[2].u_ram_sp.dout[20] / 5.92 / 5
worst min register to register: dcache_tag_array[3].u_ram_sp.ram[63][18] / dcache_tag_array[3].u_ram_sp.dout[18] / 0.65 / 4
max in group asynchronous: reset / lookup_data_holder.state_dff_ar.q[0] / 8.88 / 2
min in group clk0: fill2tag_array_wdata[14] / dcache_tag_array[0].u_ram_sp.ram[3][14] / 0.59 / 1
[power by group]
group | internal [uW] | leakage (uW) | switching (uW)
logic | 2930 | 0.0452 | 9790
clock network | 47400 | 0.0326 | 38300
registers | 114000 | 0.206 | 609
[area by class of cell]
cell class | instances | area (um2) | share of cell area
flip-flops and latches | 22881 | 687000 | 0.709
multi-input cells | 16871 | 131000 | 0.135
clock buffers | 2785 | 58400 | 0.0602
well taps | 36660 | 45900 | 0.0473
repair buffers | 3250 | 31000 | 0.0319
clock inverters | 1020 | 8470 | 0.00873
diodes | 3243 | 8120 | 0.00837
inverters | 3 | 11.3 | 0.0000116
[routing by layer]
| metal | vias to the layer above | global-route usage | share of wire |
|---|---|---|---|
| met5 | - | 0.107 | 0.0091 |
| met4 | 559 | 0.0993 | 0.052 |
| met3 | 6575 | 0.261 | 0.25 |
| met2 | 43925 | 0.309 | 0.42 |
| met1 | 232621 | 0.208 | 0.27 |
| li1 | 191939 | - | - |
[synth_stat cells (all sizes together) (2+ instances only)]
| master | n |
|---|---|
| nor3b | 4 |
| a22o | 9 |
| a22oi | 9028 |
| mux2 | 786 |
| nand2 | 214 |
| and2 | 352 |
| a222oi | 783 |
| nor3 | 3 |
| o21ai | 38 |
| nand4 | 682 |
| nand3 | 303 |
| mux2i | 593 |
| nand2b | 6 |
| buf | 1221 |
| o22ai | 49 |
| a31oi | 1042 |
| a221oi | 34 |
| a32o | 2 |
| a21oi | 685 |
| or2 | 2 |
| a31o | 20 |
| or4 | 17 |
| nor4 | 351 |
| nor2b | 13 |
| a41oi | 1044 |
| clkbuf | 1695 |
| a2bb2o | 2 |
| inv | 3 |
| a41o | 19 |
| nor2 | 524 |
| a32oi | 2 |
| o22a | 252 |
| o32ai | 5 |
| edfxtp | 22880 |
[metrics by stage]
stage / util / instances / area (um2) / total power (uW)
floorplan: - / 42671 / 826000 / 120000
global placement: 0.326 / 79652 / 895000 / 129000
detailed placement: 0.326 / 79664 / 895000 / 129000
CTS: 0.350 / 83469 / 962000 / 213000
global route: 0.352 / 85425 / 967000 / 217000
finish: 0.353 / 86713 / 970000 / 213000
[critical path, stage by stage, from the launching register on]
cell and delay, ns:
sky130_fd_sc_hd__dfrtp_4 1.05, sky130_fd_sc_hd__buf_4 0.61, sky130_fd_sc_hd__buf_4 0.44, sky130_fd_sc_hd__and2_1 1.05, sky130_fd_sc_hd__clkdlybuf4s50_1 0.68
Power figures rest on the tool's default switching activity, not on a simulated workload.
