--- ./config.mk ---
export PLATFORM = sky130hd
export DESIGN_NAME = wtree_11bits_full
export DESIGN_NICKNAME = wtree_11bits_full
export VERILOG_FILES = /design/flow/design.v
export SDC_FILE = /design/flow/constraint.sdc
export NUM_CORES = 4
export LEC_CHECK = 1
export CORE_AREA = 10 10 189 189
export DIE_AREA = 0 0 199 199
--- ./constraint.sdc ---
current_design wtree_11bits_full

set clk_period 6.4
set clk_io_pct 0.2

create_clock -name clk0 -period $clk_period

set non_clock_inputs [all_inputs -no_clocks]
set_input_delay [expr $clk_period * $clk_io_pct] -clock clk0 $non_clock_inputs
set_output_delay [expr $clk_period * $clk_io_pct] -clock clk0 [all_outputs]
--- ./design.v ---
module csa(
    input	a   ,
    input   b   ,
    input   cin	,
    output  cout,
    output  s
);
assign s = a ^ b ^ cin;
assign cout = a & b | b & cin | a & cin;
endmodule
module wtree_11bits(
    input   [10	:0]	src  ,
    input   [2	:0]	cin2 ,
    input   [1	:0]	cin3 ,
    input   [1	:0]	cin4 ,
    input    	 	cin5 ,
    output  [2	:0]	cout1,
    output  [1	:0]	cout2,
    output  [1	:0]	cout3,
    output  		cout4,
    output  		cout ,
    output  		sout
);
wire [4:0] sout1;
assign sout1[4:3] = src[10:9];
genvar i;
generate
    for(i = 0; i < 3; i = i + 1) begin: first
        csa u1_csa(
            .a    (src[3*i:3*i]			),
            .b    (src[3*i + 1:3*i + 1]	),
            .cin  (src[3*i + 2:3*i + 2]	),
            .cout (cout1[i:i]			),
            .s    (sout1[i:i]			)
        );
    end
endgenerate
wire [7:0] src2;
wire [3:0] sout2;
assign src2 = {cin2, sout1};
assign sout2[3:2] = src2[7:6];
genvar j;
generate
    for(j = 0; j < 2; j = j + 1) begin: second
        csa u2_csa(
            .a    (src2[3*j:3*j]		),
            .b    (src2[3*j + 1:3*j + 1]),
            .cin  (src2[3*j + 2:3*j + 2]),
            .cout (cout2[j:j]			),
            .s    (sout2[j:j]			)
        );
    end
endgenerate
wire  [5:0] src3;
wire [1:0] sout3;
assign src3 = {cin3, sout2};
genvar k;
generate
    for(k = 0; k < 2; k = k + 1) begin: thrid
        csa u3_csa(
            .a    (src3[3*k:3*k]		),
            .b    (src3[3*k + 1:3*k + 1]),
            .cin  (src3[3*k + 2:3*k + 2]),
            .cout (cout3[k:k]			),
            .s    (sout3[k:k]			)
        );
    end
endgenerate
wire [3:0] src4;
wire [1:0] sout4;
assign src4 = {cin4, sout3};
assign sout4[1:1] = src4[3:3];
csa u4_csa(
    .a		(src4[0:0]	),
    .b		(src4[1:1]	),
    .cin	(src4[2:2]	),
    .cout	(cout4		),
    .s		(sout4		)
);
wire  [2:0] src5;
assign src5 = {cin5, sout4};
csa u5_csa(
    .a		(src5[0:0]	),
    .b		(src5[1:1]	),
    .cin	(src5[2:2]	),
    .cout	(cout		),
    .s		(sout		)
);
endmodule
module wtree_11bits_full
#(
	parameter DATA_WIDTH = 22
)
(
	input   [7				:0]	cin  ,
    input   [DATA_WIDTH - 1	:0]	src0 ,
    input   [DATA_WIDTH - 1	:0]	src1 ,
	input   [DATA_WIDTH - 1	:0]	src2 ,
	input   [DATA_WIDTH - 1	:0]	src3 ,
	input   [DATA_WIDTH - 1	:0]	src4 ,
    input   [DATA_WIDTH - 1	:0]	src5 ,
    input   [DATA_WIDTH - 1	:0]	src6 ,
	input   [DATA_WIDTH - 1	:0]	src7 ,
	input   [DATA_WIDTH - 1	:0]	src8 ,
	input   [DATA_WIDTH - 1	:0]	src9 ,
	input   [DATA_WIDTH - 1	:0]	src10,
    output  [DATA_WIDTH - 1	:0]	sout ,
	output  [DATA_WIDTH - 1	:0]	cout
);
wire [10:0] switch_result [DATA_WIDTH - 1:0];
genvar i;
generate
	for(i = 0; i < DATA_WIDTH; i = i + 1) begin: switch
		assign switch_result[i] = {src0[i:i], src1[i:i], src2[i:i], src3[i:i], src4[i:i], src5[i:i], 
								   src6[i:i], src7[i:i], src8[i:i], src9[i:i], src10[i:i]};
	end
endgenerate
wire [2:0] cout1 [DATA_WIDTH - 1:0];
wire [1:0] cout2 [DATA_WIDTH - 1:0];
wire [1:0] cout3 [DATA_WIDTH - 1:0];
wire	   cout4 [DATA_WIDTH - 1:0];
wtree_11bits u0_wtree_11bits(
	.src	(switch_result[0]	), 
	.cin2	(cin[2:0]			),
	.cin3	(cin[4:3]			),
	.cin4	(cin[6:5]			),
	.cin5	(cin[7:7]			),
	.cout1	(cout1[0]			),
	.cout2	(cout2[0]			),
	.cout3	(cout3[0]			),
	.cout4	(cout4[0]			),
	.cout	(cout[0:0]			),
	.sout	(sout[0:0]			)
);
genvar j;
generate
	for(j = 1; j < DATA_WIDTH ; j = j + 1) begin: wtree_11bits
  	wtree_11bits u_wtree_11bits(
 		  .src	(switch_result[j]	), 
 		  .cin2	(cout1[j - 1]		),
 		  .cin3	(cout2[j - 1]		),
 		  .cin4	(cout3[j - 1]		),
 		  .cin5	(cout4[j - 1]		),
 		  .cout1(cout1[j]			),
 		  .cout2(cout2[j]			),
 		  .cout3(cout3[j]			),
 		  .cout4(cout4[j]			),
 		  .cout	(cout[j:j]			),
 		  .sout	(sout[j:j]			)
		);
	end
endgenerate
endmodule
--- ./run.sh ---
#!/bin/bash
# OpenROAD 26Q1-2900-gdf79404cd8, Yosys 0.63+post, stock flow scripts
make -C /OpenROAD-flow-scripts/flow DESIGN_CONFIG=/design/flow/config.mk WORK_HOME=/design/flow/orfs finish
==> flow_summary.yaml <==
# physical design summary
outcome:
  haltStage: "synthesis (1_2_yosys)"
  stop_error: "ERROR: Found 1 problems in 'check -assert'."
  outcome: "aborted with a tool error"
synthesis:
  yosys_cells: 500
  yosys_warnings: 2
  yosysSeqAreaShare_pct: 0
  ys_area_mm2: 0.00493
  synthDistinctLibCells: 8
==> logic make-up after synthesis <==
family / after synthesis / synth area share [%]
adder cells (fa/ha/maj): 169 / 65.3
XOR/XNOR: 57 / 10.4
buffers and inverters: 273 / 24.2
other: 1 / 0.0761
==> Yosys cell counts (all sizes together) <==
library cell  count  area, um2
inv             228        856
xor2              4       35.0
ha               22        275
xnor3             1       22.5
buf              45        338
xnor2            52        455
conb              1       3.75
fa              147       2940
