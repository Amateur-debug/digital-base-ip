===== design/flow/config.mk =====
export PLATFORM = sky130hd
export DESIGN_NAME = mul_int24
export DESIGN_NICKNAME = mul_int24
export VERILOG_FILES = /design/flow/design.v
export SDC_FILE = /design/flow/constraint.sdc
export NUM_CORES = 4
export LEC_CHECK = 1
export CORE_UTILIZATION = 50

===== design/flow/constraint.sdc =====
current_design mul_int24

set clk_period 19.2
set clk_io_pct 0.2

create_clock -name clk0 -period $clk_period [get_ports {clock}]

set non_clock_inputs [all_inputs -no_clocks]
set_input_delay [expr $clk_period * $clk_io_pct] -clock clk0 $non_clock_inputs
set_output_delay [expr $clk_period * $clk_io_pct] -clock clk0 [all_outputs]

===== design/flow/design.v =====
module cla_16bits(
    input   [15	:0]	a   ,
    input   [15	:0]	b   ,
    input			cin ,
    output	[15	:0]	s   ,
	output			pm  ,
	output			gm  
);
wire	[3	:0]	px;
wire	[3	:0]	gx;
wire	[3	:0]	clu_cout;
cla_4bits u0_cla_4bits(
    .a   (a[3:0]  	   	),
    .b   (b[3:0]  	   	),
    .cin (clu_cout[0:0]	),
    .s   (s[3:0] 	   	),
	.pm  (px[0:0]	   	),
	.gm  (gx[0:0]	   	)
);
cla_4bits u1_cla_4bits(
    .a   (a[7:4] 	   	),
    .b   (b[7:4] 	   	),
    .cin (clu_cout[1:1]	),
    .s   (s[7:4] 	   	),
	.pm  (px[1:1]	   	),
	.gm  (gx[1:1]	   	)
);
cla_4bits u2_cla_4bits(
    .a   (a[11:8]  	   	),
    .b   (b[11:8]  	   	),
    .cin (clu_cout[2:2]	),
    .s   (s[11:8] 	   	),
	.pm  (px[2:2]	   	),
	.gm  (gx[2:2]	   	)
);
cla_4bits u3_cla_4bits(
    .a   (a[15:12] 	   	),
    .b   (b[15:12] 	   	),
    .cin (clu_cout[3:3]	),
    .s   (s[15:12] 	   	),
	.pm  (px[3:3]	   	),
	.gm  (gx[3:3]	   	)
);
clu_4bits u_clu_4bits(
    .p   (px		),
    .g   (gx		),
    .cin (cin		),
    .cout(clu_cout	),
	.pm  (pm		),
	.gm  (gm		)
);
endmodule
module cla_48bits(
    input	[47	:0]	a   ,
    input   [47	:0]	b   ,
    input  		    cin ,
    output	[47	:0]	s   ,
	output    	    pm  ,
	output    	    gm  
);
wire	[2	:0]	px;
wire	[2	:0]	gx;
wire	[2	:0]	clu_cout;
cla_16bits u0_cla_16bits(
    .a   (a[15:0]  	   	),
    .b   (b[15:0]  	   	),
    .cin (clu_cout[0:0]	),
    .s   (s[15:0] 	   	),
	.pm  (px[0:0]	   	),
	.gm  (gx[0:0]	   	)
);
cla_16bits u1_cla_16bits(
    .a   (a[31:16] 	   	),
    .b   (b[31:16] 	   	),
    .cin (clu_cout[1:1]	),
    .s   (s[31:16] 	   	),
	.pm  (px[1:1]	   	),
	.gm  (gx[1:1]	   	)
);
cla_16bits u2_cla_16bits(
    .a   (a[47:32]     	),
    .b   (b[47:32]     	),
    .cin (clu_cout[2:2]	),
    .s   (s[47:32] 	   	),
	.pm  (px[2:2]	   	),
	.gm  (gx[2:2]	   	)
);
clu_3bits u_clu_3bits(
    .p   (px		),
    .g   (gx		),
    .cin (cin		),
    .cout(clu_cout	),
	.pm  (pm		),
	.gm  (gm		)
);
endmodule
module cla_4bits(
    input   [3	:0]	a   ,
    input   [3	:0]	b   ,
    input			cin ,
    output	[3	:0]	s   ,
	output			pm	,
	output			gm  
);
wire	[3	:0]	p;
wire	[3	:0]	g;
pg #(4) u_pg(
    .a(a),
    .b(b),
    .p(p),
    .g(g)
);
wire	[3	:0]	clu_cout;
clu_4bits u_clu_4bits(
    .p   (p),
    .g   (g),
    .cin (cin),
    .cout(clu_cout),
	.pm  (pm),
	.gm  (gm)
);
assign s = a ^ b ^ clu_cout;
endmodule
module clu_3bits(
    input   [2	:0]	p   ,
    input   [2	:0]	g   ,
    input			cin ,
    output  [2	:0]	cout,
	output			pm  ,
	output			gm  
);
assign	pm = p[2:2] & p[1:1] & p[0:0];
assign	gm = g[2:2] | (p[2:2] & g[1:1]) | (p[2:2] & p[1:1] & g[0:0]);
assign  cout[0:0] = cin;
assign  cout[1:1] = g[0:0] | (p[0:0] & cout[0:0]);
assign  cout[2:2] = g[1:1] | (p[1:1] & g[0:0]) | (p[1:1] & p[0:0] & cout[0:0]);
endmodule
module clu_4bits(
    input   [3	:0]	p   ,
    input   [3	:0]	g   ,
    input			cin ,
    output  [3	:0]	cout,
	output			pm  ,
	output			gm  
);
assign	pm = p[3:3] & p[2:2] & p[1:1] & p[0:0];
assign	gm = g[3:3] | (p[3:3] & g[2:2]) | (p[3:3] & p[2:2] & g[1:1]) | (p[3:3] & p[2:2] & p[1:1] & g[0:0]);
assign  cout[0:0] = cin;
assign  cout[1:1] = g[0:0] | (p[0:0] & cout[0:0]);
assign  cout[2:2] = g[1:1] | (p[1:1] & g[0:0]) | (p[1:1] & p[0:0] & cout[0:0]);
assign  cout[3:3] = g[2:2] | (p[2:2] & g[1:1]) | (p[2:2] & p[1:1] & g[0:0]) | (p[2:2] & p[1:1] & p[0:0] & cout[0:0]);
endmodule
module pg
#(
	parameter DATA_WIDTH = 4
)
(
    input	[DATA_WIDTH - 1:0]	a,
    input	[DATA_WIDTH - 1:0]	b,
    output	[DATA_WIDTH - 1:0]	p,
    output	[DATA_WIDTH - 1:0]	g
);
assign  p = a | b;
assign  g = a & b;
endmodule
module booth_radix4
#(
	parameter DATA_WIDTH = 32
)
(
    input		[2				:0]	y,
    input		[DATA_WIDTH - 1	:0]	x,
    output	reg	[DATA_WIDTH - 1	:0]	p,
    output	reg						c
);
wire	y2;
wire	y1;
wire	y0;
wire	sel_negative;
wire	sel_double_negative;
wire	sel_positive;
wire	sel_double_positive;
assign y2 = y[2:2];
assign y1 = y[1:1];
assign y0 = y[0:0];
assign sel_negative =  y2 & (y1 & ~y0 | ~y1 & y0);
assign sel_positive = ~y2 & (y1 & ~y0 | ~y1 & y0);
assign sel_double_negative =  y2 & ~y1 & ~y0;
assign sel_double_positive = ~y2 &  y1 &  y0;
always@(*) begin
    if(sel_negative == 1'b1) begin
        p = ~x;
        c = 1'b1;
    end
    else if(sel_positive == 1'b1) begin
        p = x;
        c = 1'b0;
    end
    else if(sel_double_negative == 1'b1) begin
        p = ~(x << 1);
        c = 1'b1;
    end
    else if(sel_double_positive == 1'b1) begin
        p = x << 1;
        c = 1'b0;
    end
    else begin
        p = 'b0;
        c = 1'b0;
    end
end
endmodule
module csa(
    input	a   ,
    input   b   ,
    input   cin	,
    output  cout,
    output  s
);
assign s = a ^ b ^ cin;
assign cout = a & b | b & cin | a & cin;
endmodule
module mul_int24(
    input			clock       ,
    input			en          ,	 
    input  	[1 	:0]	opcode      ,	 
    input  	[23	:0]	multiplicand,	 
    input  	[23	:0]	multiplier  ,	 
    output  [23	:0]	result_hi   ,	 
    output  [23	:0]	result_lo	     
);
reg	[47	:0]	multiplicand_true;
reg	[25	:0]	multiplier_true;
always@(*) begin
	if(en) begin
		case(opcode)
			2'b00: begin
				multiplicand_true = {24'b0, multiplicand};
				multiplier_true = {2'b0, multiplier};
			end
			2'b01: begin
				multiplicand_true = {{24{multiplicand[23:23]}}, multiplicand};
				multiplier_true = {2'b0, multiplier};
			end
			2'b10: begin
				multiplicand_true = {{24{multiplicand[23:23]}}, multiplicand};
				multiplier_true = {{2{multiplier[23:23]}}, multiplier};
			end
			default: begin
				multiplicand_true = 48'b0;
				multiplier_true = 26'b0;
			end
		endcase
	end
	else begin
		multiplicand_true = multiplicand_true;
		multiplier_true = multiplier_true;
	end
end
wire	[47	:0]	p [12:0];
wire	[12	:0]	c;
booth_radix4 #(48) u0_booth_radix4(
    .y({multiplier_true[1:0], 1'b0}	),
    .x(multiplicand_true			),
    .p(p[0]							),
    .c(c[0:0]						)
);
genvar i;
generate  
    for(i = 2; i < 25; i = i + 2) begin: partial_product_generator
        booth_radix4 #(48) u1_booth_radix4(
            .y(multiplier_true[i + 1:i - 1]	),
            .x(multiplicand_true << i      	),
            .p(p[i / 2]						),
            .c(c[i / 2:i / 2]				)
        );
   	end 
endgenerate
wire	[47	:0]	cout_d1;
wire	[47	:0]	sout_d1;
wtree_13bits_full #(48) u_wtree_13bits_full(
	.clock	(clock	),
	.cin	(c[9:0]		),
    .src0	(p[0]		),
    .src1	(p[1]		),
	.src2	(p[2]		),
	.src3	(p[3]		),
	.src4	(p[4]		),
    .src5	(p[5]		),
    .src6	(p[6]		),
	.src7	(p[7]		),
	.src8	(p[8]		),
	.src9	(p[9]		),
	.src10	(p[10]		),
	.src11	(p[11]		),
    .src12	(p[12]		),
	.cout	(cout_d1	),
    .sout	(sout_d1	)
);
wire	[2	:0]	c_d1;
dff #(3) c_dff_d1(.clock(clock), .d(c[12:10]), .q(c_d1));
wire	[47	:0]	adder0_src1;
wire	[47	:0]	adder0_src2;
wire	[47	:0]	adder0_result;
assign adder0_src1 = {cout_d1[46:0], c_d1[2:2]};
assign adder0_src2 = sout_d1;
cla_48bits u0_cla_48bits(
    .a   (adder0_src1	),
    .b   (adder0_src2	),
    .cin (c_d1[1:1]		),
    .s   (adder0_result	),
	.pm  (				),
	.gm  (				)
);
wire	[47	:0]	adder1_src1;
wire	[47	:0]	adder1_src2;
wire	[47	:0]	adder1_result;
assign adder1_src1 = adder0_result;
assign adder1_src2 = {47'b0, c_d1[0:0]};
cla_48bits u1_cla_48bits(
    .a   (adder1_src1	),
    .b   (adder1_src2	),
    .cin (1'b0			),
    .s   (adder1_result	),
	.pm  (				),
	.gm  (				)
);
dff #(48) result_dff_d2(.clock(clock), .d(adder1_result), .q({result_hi, result_lo}));
endmodule
module wtree_13bits(
    input  		  	clock,
    input   [12	:0]	src  ,	 
    input   [3	:0]	cin2 ,	 
    input   [2	:0]	cin3 ,	 
    input   [1	:0]	cin4 ,	 
    input    	 	cin5 ,	 
    output  [3	:0]	cout1,	 
    output  [2	:0]	cout2,	 
    output  [1	:0]	cout3,	 
    output  		cout4,	 
    output  		cout ,	 
    output  		sout	 
);
wire [4:0] sout1;
assign sout1[4:4] = src[12:12];
genvar i;
generate
    for(i = 0; i < 4; i = i + 1) begin: first
        csa u1_csa(
            .a    (src[3*i:3*i]			),
            .b    (src[3*i + 1:3*i + 1]	),
            .cin  (src[3*i + 2:3*i + 2]	),
            .cout (cout1[i:i]			),
            .s    (sout1[i:i]			)
        );
    end
endgenerate
wire [8:0] src2;
wire [2:0] sout2;
assign src2 = {cin2, sout1};
genvar j;
generate
    for(j = 0; j < 3; j = j + 1) begin: second
        csa u2_csa(
            .a    (src2[3*j:3*j]		),
            .b    (src2[3*j + 1:3*j + 1]),
            .cin  (src2[3*j + 2:3*j + 2]),
            .cout (cout2[j:j]			),
            .s    (sout2[j:j]			)
        );
    end
endgenerate
wire [5:0] src3;
wire [1:0] sout3;
assign src3 = {cin3, sout2};
genvar k;
generate
    for(k = 0; k < 2; k = k + 1) begin: thrid
        csa u3_csa(
            .a    (src3[3*k:3*k]		),
            .b    (src3[3*k + 1:3*k + 1]),
            .cin  (src3[3*k + 2:3*k + 2]),
            .cout (cout3[k:k]			),
            .s    (sout3[k:k]			)
        );
    end
endgenerate
wire [3:0] src4;
wire [1:0] sout4;
assign sout4[1:1] = src4[3:3];
dff #(4) dff_d1(.clock(clock), .d({cin4, sout3}), .q(src4));
csa u4_csa(
    .a		(src4[0:0]	),
    .b		(src4[1:1]	),
    .cin	(src4[2:2]	),
    .cout	(cout4		),
    .s		(sout4[0:0]	)
);
wire  [2:0] src5;
assign src5 = {cin5, sout4};
csa u5_csa(
    .a		(src5[0:0]	),
    .b		(src5[1:1]	),
    .cin	(src5[2:2]	),
    .cout	(cout		),
    .s		(sout		)
);
endmodule
module wtree_13bits_full
#(
	parameter DATA_WIDTH = 48
)
(
	input  		  				clock,
	input   [9				:0]	cin  ,	 
    input   [DATA_WIDTH - 1	:0]	src0 ,	 
    input   [DATA_WIDTH - 1	:0]	src1 ,	 
	input   [DATA_WIDTH - 1	:0]	src2 ,	 
	input   [DATA_WIDTH - 1	:0]	src3 ,	 
	input   [DATA_WIDTH - 1	:0]	src4 ,	 
    input   [DATA_WIDTH - 1	:0]	src5 ,	 
    input   [DATA_WIDTH - 1	:0]	src6 ,	 
	input   [DATA_WIDTH - 1	:0]	src7 ,	 
	input   [DATA_WIDTH - 1	:0]	src8 ,	 
	input   [DATA_WIDTH - 1	:0]	src9 ,	 
	input   [DATA_WIDTH - 1	:0]	src10,	 
	input   [DATA_WIDTH - 1	:0]	src11,	 
	input   [DATA_WIDTH - 1	:0]	src12,	 
    output  [DATA_WIDTH - 1	:0]	sout ,	 
	output  [DATA_WIDTH - 1	:0]	cout     
);
wire [12:0] switch_result [DATA_WIDTH - 1:0];
genvar i;
generate
	for(i = 0; i < DATA_WIDTH; i = i + 1) begin: switch
		assign switch_result[i] = {src0[i:i], src1[i:i], src2[i:i], src3[i:i], src4[i:i], src5[i:i], 
								   src6[i:i], src7[i:i], src8[i:i], src9[i:i], src10[i:i], src11[i:i],
								   src12[i:i]};
	end
endgenerate
wire cin_d1;
dff #(1) cin_dff_d1(.clock(clock), .d(cin[9:9]), .q(cin_d1));
wire [3:0] cout1	[DATA_WIDTH - 1:0];
wire [2:0] cout2	[DATA_WIDTH - 1:0];
wire [1:0] cout3	[DATA_WIDTH - 1:0];
wire	   cout4_d1	[DATA_WIDTH - 1:0];
wtree_13bits u0_wtree_13bits(
	.clock	(clock				),
	.src	(switch_result[0]	), 
	.cin2	(cin[3:0]			),
	.cin3	(cin[6:4]			),
	.cin4	(cin[8:7]			),
	.cin5	(cin_d1				),
	.cout1	(cout1[0]			),
	.cout2	(cout2[0]			),
	.cout3	(cout3[0]			),
	.cout4	(cout4_d1[0]		),
	.cout	(cout[0:0]			),
	.sout	(sout[0:0]			)
);
genvar j;
generate
	for(j = 1; j < DATA_WIDTH ; j = j + 1) begin: wtree_13bits
		wtree_13bits u_wtree_13bits(
			.clock	(clock				),
			.src	(switch_result[j]	), 
			.cin2	(cout1[j - 1]		),
			.cin3	(cout2[j - 1]		),
			.cin4	(cout3[j - 1]		),
			.cin5	(cout4_d1[j - 1]	),
			.cout1	(cout1[j]			),
			.cout2	(cout2[j]			),
			.cout3	(cout3[j]			),
			.cout4	(cout4_d1[j]		),
			.cout	(cout[j:j]			),
			.sout	(sout[j:j]			)
		);
	end
endgenerate
endmodule
module dff
#(
	parameter DATA_WIDTH = 32
)
(
    input   						clock,
	input   	[DATA_WIDTH - 1:0] 	d	 ,
	output reg  [DATA_WIDTH - 1:0] 	q
);
always@(posedge clock) begin                      
	q <= d;
end
endmodule

===== design/flow/run.sh =====
#!/bin/bash
# OpenROAD 26Q1-2900-gdf79404cd8, Yosys 0.63+post, stock flow scripts
make -C /OpenROAD-flow-scripts/flow DESIGN_CONFIG=/design/flow/config.mk WORK_HOME=/design/flow/orfs finish

==> out/writeup.txt <==
The logs give 0.2726 for the relative slew slack and 29300 um^2 for the synthesized cell area. IR analysis of the VDD net gives a maximum drop of 0.2060 mV. The run gives 8 for the iteration tally of the first detailed-router pass. Final cycle utilization of the critical path: 0.3364. RePlAce ended its routability-driven mode at a weighted congestion of 0.9625. The worst setup path is captured at a register.

The detailed router finished its first iteration with 1494 violations. Per the TritonCTS log, the buffer count is 28. Averaged over all synthesized cells, the footprint is 9.143 um^2.

The type of the tightest min-delay check is register to register. The worst setup path is launched from a register. Gates resized during post-CTS repair numbered 0. The count of unique library cells instantiated by Yosys is 86, and the latest clock arrival within the worst-skew pair is 600 ps. The wire length recorded after detailed routing is 88220 um.

The share of the core filled with cells in the final layout was 0.5540; the post-route antenna net violation count was 0. Looking at the worst setup and hold paths, the clock pins of their registers show a slew of 60 ps. After technology mapping, the gate count stands at 3205. The logs give 0.3222 for the global routing usage summed across all routing layers and 50 for the maximum number of pins on one net before global-route repair. The number of hold buffers added after CTS came out at 0.

Commonest register cell after synthesis: dfxtp_1. In the final routed layout, each cell accounts on average for 22.24 um. The worst path needs 6459 ps of the cycle, external delays included.

With the floorplan-stage core utilization at 0.5069, the layout overhead on the synthesized area is 9.296%. For the number of unconstrained endpoints, the log shows 246. With the share of flip-flops with an asynchronous set or reset after synthesis at 0, the power density relative to cell area is 204.1 nW/um^2. The final layout report lists a filler cell count of 4948.

Yosys reports a chip area of 29300 um^2. For the number of global-route vias before repair, the log shows 22190. CTS reports a maximum clock tree buffer depth of 3.

In this run the register-to-register setup slack is 12740 ps. The run finished with clean final reports. According to the dpl log, the detail-placed design has an HPWL of 65480 um.

The initialized floorplan defines 88 standard-cell rows. The number of I/O pins is 100, and the initial antenna violation count is 2. TritonCTS built the clock tree. For the final hold violation count, the log shows 0. At the worst endpoint, the required time is 19700 ps.

The core region is 57810 um^2. The run gives 0 for the tally of max-capacitance violations. The overall power is 0.006538 W.

The routed layout has 21700 vias. The actual transition at the worst max-transition pin is 1085 ps. Per the detail_route report, vias per standard cell equal 5.473. The synth_stat.txt file lists the number of cells as 3205. Per the detail_route report, DRC violations left total 0. The setup skew after layout was 50.19 ps; the setup fix buffers added after clock tree synthesis was 0. With the largest fanout of any net on the critical path at 5, the count of library flops with an enable pin is 0.

The number of warning messages in the yosys log is 7, and the share of post-route cells with drive strength above 1 is 0.05375. The die span in y was 244.1 um; the total negative slack for setup checks was 0 ps. Highest attainable clock frequency: 154.8 MHz. Synthesis inferred 294 register bits.

The maximum level of the CTS H-tree is 1. The number of logged tool warnings was 88. CTS placed an instance of clkbuf_16 at the clock tree root. Setup repair after global routing left no endpoint under its margin. Count of buffers from port buffering: 99. The worst setup path is of the register to register kind.

The tools report the data arrival time of the worst path as 6960 ps. The timer found 50 register pins that no clock reaches; their paths are not timed. The run gives 0 as the setup violation total in the final timing report. With the floorplan die width at 244.1 um, the area of the die is 59580 um^2. Summed over all layers, the global routing overflow is 0. The first global-routing pass estimated 135200 um of wire. Summed over all cells, the static leakage comes to 14.52 nW. In the final report, the number of pins over their slew limit comes to 0.
## cells in the final DEF (no fill, tap or decap), types with 5 or more instances in the layout
| master | Yosys | layout |
|---|---|---|
| buf_4 | 0 | 80 |
| nor2_1 | 366 | 366 |
| bufinv_16 | 0 | 5 |
| o221ai_1 | 19 | 19 |
| ha_1 | 112 | 112 |
| a22oi_1 | 112 | 112 |
| and2_1 | 66 | 66 |
| or3_1 | 7 | 7 |
| nand3_1 | 12 | 12 |
| nand2b_1 | 18 | 18 |
| nand4b_1 | 6 | 6 |
| a211oi_1 | 132 | 132 |
| a21oi_1 | 47 | 47 |
| fa_1 | 451 | 451 |
| o211ai_1 | 7 | 7 |
| o31ai_1 | 10 | 10 |
| clkbuf_16 | 0 | 29 |
| and3_1 | 5 | 5 |
| dfxtp_1 | 244 | 244 |
| xnor2_1 | 191 | 188 |
| xor2_1 | 154 | 154 |
| a221oi_1 | 24 | 24 |
| o21a_1 | 6 | 6 |
| nor2b_1 | 14 | 14 |
| inv_1 | 496 | 496 |
| clkdlybuf4s50_1 | 0 | 99 |
| clkbuf_8 | 0 | 5 |
| o22a_1 | 7 | 7 |
| nor4_1 | 15 | 15 |
| or4_1 | 6 | 6 |
| nor3b_1 | 6 | 6 |
| nor3_1 | 17 | 17 |
| nand2_1 | 104 | 104 |
| nand4_1 | 9 | 9 |
| mux2i_1 | 28 | 28 |
| o21ai_0 | 133 | 132 |
| dlxtp_1 | 50 | 50 |
| o21bai_1 | 6 | 6 |
## logic make-up after synthesis
family | Yosys count | synth area share
AOI/OAI and AO/OA | 558 | 0.1344
latches | 50 | 0.02562
DFF | 244 | 0.1667
adders and majority gates | 563 | 0.3559
xor gates and xnor gates | 346 | 0.1037
and+or+nand+nor | 681 | 0.1091
muxes | 31 | 0.01072
buffers and inverters | 732 | 0.09381
## area by class of cell
cell class | count | area (um^2) | area share
timing repair buffer | 179 | 1592 | 0.04969
sequential | 294 | 5635 | 0.1760
clock inverter | 14 | 216.5 | 0.006759
clock buffer | 37 | 805.8 | 0.02516
multi-input combinational | 2179 | 20950 | 0.6542
antenna | 1 | 2.502 | 0.00007813
tap | 765 | 957.2 | 0.02989
inverter | 497 | 1866 | 0.05825
## sequential cells by signal, indices dropped and copies added (netlist names)
register,count
result_dff_d2.q,48
multiplier_true,25
u_wtree_13bits_full.u0_wtree_13bits.dff_d1.q,4
u_wtree_13bits_full.wtree_13bits.u_wtree_13bits.dff_d1.q,188
c_dff_d1.q,3
multiplicand_true,25
u_wtree_13bits_full.cin_dff_d1.q,1
## critical path, stage by stage (launching register included)
cell	delay, ps
dfxtp_1	310
inv_1	50
fa_1	500
fa_1	570
inv_1	50
ha_1	210
nor3b_1	170
a211oi_2	440
a21oi_2	130
nor3_1	480
inv_1	120
fa_1	400
xor2_1	460
nand2_1	210
nor4_1	200
nand4_1	180
nor4_2	500
nand4b_1	290
nor4_1	570
nand2_1	160
nor2_1	120
ha_1	170
xor2_1	130
## path summary, 6_finish.rpt
| check | startpoint | endpoint | cells after the start |
|---|---|---|---|
| worst max-delay path | register | result_dff_d2.q[37] | 22 |
| worst min register to register | c_dff_d1.q[0] | result_dff_d2.q[0] | 1 |
| worst max register to register | register | result_dff_d2.q[37] | 22 |
| worst min-delay path | c_dff_d1.q[0] | result_dff_d2.q[0] | 1 |
## synth_stat cells, types with 9 or more instances
library cell | count | area (um^2)
a211oi_1 | 132 | 991.0
a21oi_1 | 47 | 235.2
a221oi_1 | 24 | 210.2
a22oi_1 | 112 | 840.8
and2_1 | 66 | 412.9
buf_1 | 27 | 101.4
clkbuf_1 | 207 | 777.0
dfxtp_1 | 244 | 4885
dlxtp_1 | 50 | 750.7
fa_1 | 451 | 9029
ha_1 | 112 | 1401
inv_1 | 496 | 1862
mux2i_1 | 28 | 280.3
nand2_1 | 104 | 390.4
nand2b_1 | 18 | 112.6
nand3_1 | 12 | 60.06
nand4_1 | 9 | 56.30
nor2_1 | 366 | 1374
nor2b_1 | 14 | 87.58
nor3_1 | 17 | 85.08
nor4_1 | 15 | 93.84
o21ai_0 | 133 | 665.6
o221ai_1 | 19 | 166.4
o31ai_1 | 10 | 75.07
xnor2_1 | 191 | 1673
xor2_1 | 154 | 1349
## where the power goes
group,switching (W),leakage [nW],internal (W)
clock,0.000224,0.495,0.000363
sequential,0.0000819,2.42,0.000775
combinational,0.00305,11.6,0.00204
total,0.00336,14.5,0.00318
## stage by stage
step           std cells  setup slack (ps)  instance area [um^2]  hold WS [ps]
2_1_floorplan       3205             13660                 29300         432.4
3_3_place_gp        3914             12940                 31000         580.5
3_5_place_dp        3914             12790                 31000         582.5
4_1_cts             3965             12790                 32020         588.0
5_1_grt             3965             12050                 32020         590.8
6_report            3966             12740                 32030         572.2
## per-layer routing
| metal | vias up | track usage | routed length [um] |
|---|---|---|---|
| li1 | 10130 | - | - |
| met3 | 114 | 0.1797 | 13030 |
| met5 | - | 0.02533 | 217 |
| met4 | 6 | 0.06397 | 2096 |
| met1 | 10390 | 0.4906 | 37790 |
| met2 | 1058 | 0.4194 | 35080 |
Power is estimated from default activity; no workload was simulated.
